File: flow/run.sh
#!/bin/bash
# OpenROAD 26Q1-2900-gdf79404cd8, Yosys 0.63+post, stock flow scripts
make -C /OpenROAD-flow-scripts/flow DESIGN_CONFIG=/design/flow/config.mk WORK_HOME=/design/flow/orfs finish
File: flow/config.mk
export PLATFORM = sky130hd
export DESIGN_NAME = I2C_controller
export DESIGN_NICKNAME = I2C_controller
export VERILOG_FILES = /design/flow/design.v
export SDC_FILE = /design/flow/constraint.sdc
export NUM_CORES = 4
export LEC_CHECK = 1
export CORE_AREA = 10 10 102 102
export DIE_AREA = 0 0 112 112
File: flow/design.v
`timescale 1ns / 1ps
module I2C_controller(
	input [6:0] addr,
	input [7:0] data_in,
	input start, reset, clk, r_w_en,  
	inout SDA,
	output [2:0] STATE_reg,
	output SCL,
	output [7:0] reg_temp_1
    );
localparam [2:0] 	BEGIN = 3'b000,
					START = 3'b001,
					ADDR  = 3'b010,
					DATA  = 3'b011,
					ACK   = 3'b100,
					STOP  = 3'b101;
reg [3:0] count = 8, count_4 = 8, count_2 = 8;
reg [7:0] reg_temp;
reg [2:0] state = BEGIN;
reg sda_dir = 1'b1;
reg sda_reg = 1'b1;
reg scl_reg = 1'b1;
wire [7:0] addr_;
assign reg_temp_1 = reg_temp;
assign SCL = (state == BEGIN || state == START || state == STOP)? scl_reg : ~clk;
assign SDA = (sda_dir)? sda_reg : 1'bz; 
assign addr_ = {addr, r_w_en};
assign STATE_reg = state;
	always@(posedge clk or posedge reset) begin
		if(reset)begin
			state <= BEGIN;
		end
		else begin
			case(state)
				BEGIN: begin
							sda_dir <= 1'b1;
							if(start)begin
								state <= START;
								sda_reg <= 1'b0;
							end
							else begin
								state <= BEGIN;
							end
						end
				START: begin
							scl_reg <= 1'b1;
							state <= ADDR;
							sda_reg <= addr_[count - 1'b1];
							count <= count - 1'b1;
						 end
				ADDR: begin
								sda_reg <= addr_[count - 1'b1];
								count <= count - 1'b1;
								if(count == 0)begin
									count <= 8;
									state <= ACK;
									sda_dir <= 1'b0;
								end	
						end
				ACK: begin
							if(~SDA)begin
								state <= DATA;
								if(~r_w_en) begin
									sda_dir <= 1'b1;
									sda_reg <= data_in[count_4 - 1'b1];
									count_4 <= count_4 - 1'b1;
								end
								else begin
									sda_dir <= 1'b0;
								end
							end
							else begin
								state <= STOP;
								sda_reg <= 1'b0;
								sda_dir <= 1'b1;
							end
						end
				DATA: begin
							if(r_w_en) begin
								reg_temp [count_2 - 1] <= SDA;
								count_2 <= count_2 - 1'b1;
								if(count_2 == 1)begin
									count_2 <= 8;
									sda_dir <= 1'b0;
									state <= ACK;
								end
							end
							else if (~r_w_en) begin
								sda_reg <= data_in[count_4 - 1];
								count_4 <= count_4 - 1'b1;
								if(count_4 == 0)begin
									count_4 <= 8;
									sda_dir <= 1'b0;
									state <= ACK;
								end
							end
						end
				STOP: begin
					scl_reg <= 1;
					sda_reg <= 1;
					state <= BEGIN;
				end							
		  endcase
	  end
	 end
endmodule
File: flow/constraint.sdc
current_design I2C_controller

set clk_period 3.3
set clk_io_pct 0.2

create_clock -name clk0 -period $clk_period [get_ports {clk}]

set non_clock_inputs [all_inputs -no_clocks]
set_input_delay [expr $clk_period * $clk_io_pct] -clock clk0 $non_clock_inputs
set_output_delay [expr $clk_period * $clk_io_pct] -clock clk0 [all_outputs]
==> flow_summary.rst <==
Flow metrics
------------

.. list-table::
   :header-rows: 1

   * - Metric
     - Value
   * - Vert. Die Dim
     - 112 um
   * - Number of cells in the yosys synthesis report
     - 173
   * - Post-synth area from yosys stat
     - 0.00186 sq mm
   * - Post-Place Setup Slack
     - 0.0928 ns
   * - Sequential element share of the synthesized area
     - 38.0%
   * - First Err
     - [error] [KeplerFormal.cpp:679] Workflow failed: Iso has multiple drivers: .SDA0, SDA$_DFFE_PP_.Q0
   * - I/O pin count
     - 32
   * - Port Buffers
     - 30
   * - Std cell rows
     - 33
   * - Yosys warning total
     - 2
   * - Routability congestion estimate from global placement
     - 0.837
   * - Number of hold buffers added after cts
     - 0
   * - DP Wirelength
     - 3.07 mm
   * - Post-synthesis cell area
     - 0.00186 sq mm
   * - Share of flip-flops with an asynchronous set or reset
     - 12.5%
   * - Status
     - stopped before the end
   * - Top FF cell, synth
     - sky130_fd_sc_hd__edfxtp_1
   * - Total of cells resized after clock tree synthesis
     - 0
   * - Initial core utilization
     - 22.6%
   * - Synthesized instance count
     - 173
   * - Count of cell types in the netlist
     - 49
   * - Stop stage
     - 4_1_cts
   * - Horizontal die size
     - 112 um
   * - Total setup buffers inserted after CTS
     - 0
   * - Synth Area per Inst
     - 10.7 sq um
   * - EDFF count, synth
     - 21
   * - Registers, synthesis
     - 24
==> stage by stage <==
stage | total power [mW] | utilization [%] | instance area [sq um] | cells
2_1_floorplan | 0.832 | - | 1860 | 173
3_3_place_gp | 1.01 | 28.3 | 2320 | 310
3_5_place_dp | 1.01 | 28.3 | 2320 | 310
==> synthesized netlist by cell type (2+ instances only) <==
master / number / area, sq um
sky130_fd_sc_hd__and2_1: 2 / 12.5
sky130_fd_sc_hd__ha_1: 12 / 150
sky130_fd_sc_hd__a22oi_1: 2 / 15.0
sky130_fd_sc_hd__nor2b_1: 4 / 25.0
sky130_fd_sc_hd__clkbuf_1: 5 / 18.8
sky130_fd_sc_hd__mux2i_1: 2 / 20.0
sky130_fd_sc_hd__or4_1: 2 / 15.0
sky130_fd_sc_hd__nand2b_1: 4 / 25.0
sky130_fd_sc_hd__a21oi_1: 5 / 25.0
sky130_fd_sc_hd__nand3b_1: 2 / 15.0
sky130_fd_sc_hd__nand2_1: 8 / 30.0
sky130_fd_sc_hd__nor4_1: 2 / 12.5
sky130_fd_sc_hd__nor3b_1: 2 / 15.0
sky130_fd_sc_hd__xor2_1: 2 / 17.5
sky130_fd_sc_hd__nor3_1: 6 / 30.0
sky130_fd_sc_hd__nor2_1: 20 / 75.1
sky130_fd_sc_hd__inv_1: 10 / 37.5
sky130_fd_sc_hd__dfrtp_1: 3 / 75.1
sky130_fd_sc_hd__mux4_2: 4 / 90.1
sky130_fd_sc_hd__and3_1: 3 / 18.8
sky130_fd_sc_hd__nor4_2: 2 / 25.0
sky130_fd_sc_hd__o211ai_1: 3 / 22.5
sky130_fd_sc_hd__o21ai_0: 4 / 20.0
sky130_fd_sc_hd__o2111ai_1: 6 / 52.6
sky130_fd_sc_hd__mux2_1: 8 / 90.1
sky130_fd_sc_hd__o21ai_1: 2 / 10.0
sky130_fd_sc_hd__edfxtp_1: 21 / 631
sky130_fd_sc_hd__or3b_1: 2 / 17.5
sky130_fd_sc_hd__xnor2_1: 5 / 43.8
==> kinds of logic after synthesis <==
group           count (synthesis)  share of synthesized area, %
simple gates                   67                          21.6
mux                            15                          11.4
buf+inv                        17                          3.71
xor+xnor                        9                          5.46
compound gates                 29                          11.7
flops                          24                          38.0
fa+ha+maj                      12                          8.09
No activity file was given, so power comes from the tool's default toggle rates.
